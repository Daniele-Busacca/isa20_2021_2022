## design.v

```verilog
interface dut_if(input clk, rst);
    logic [31:0] A, B;
    logic [31:0] data;
    logic valid, ready;
    modport port_in (input clk, rst, A, B, valid, output ready);
    modport port_out (input clk, rst, output valid, data, ready);
endinterface
module adder(   input logic [31:0] A, B, 
                output logic [31:0] OUT );
    assign OUT = A + B;
endmodule: adder
```

## run.sh

```bash
#!/bin/bash
# OpenROAD 26Q1-2900-gdf79404cd8, Yosys 0.63+post, stock flow scripts
make -C /OpenROAD-flow-scripts/flow DESIGN_CONFIG=/design/flow/config.mk WORK_HOME=/design/flow/orfs finish
```

## config.mk

```make
export PLATFORM = sky130hd
export DESIGN_NAME = adder
export DESIGN_NICKNAME = adder
export VERILOG_FILES = /design/flow/design.v
export SDC_FILE = /design/flow/constraint.sdc
export NUM_CORES = 4
export LEC_CHECK = 1
export CORE_AREA = 10 10 107 107
export DIE_AREA = 0 0 117 117
export SYNTH_HDL_FRONTEND = slang
```

## constraint.sdc

```tcl
current_design adder

set clk_period 18.1
set clk_io_pct 0.2

create_clock -name clk0 -period $clk_period

set non_clock_inputs [all_inputs -no_clocks]
set_input_delay [expr $clk_period * $clk_io_pct] -clock clk0 $non_clock_inputs
set_output_delay [expr $clk_period * $clk_io_pct] -clock clk0 [all_outputs]
```

==> summary.txt <==
Latest figures from synthesis and place and route.

The flow ran to the end, and the final reports show no timing, DRC or antenna violations. The area share of the largest cell type after synthesis is about 22%. The category of the critical setup timing path is input port to output port. Logged for this run, the post-placement worst setup slack is 7.82 ns. For this run, the number of Yosys warnings is 0. The final timing report derives a shortest allowable period of 10.27 ns.

The yosys-reported design area after synthesis is roughly 1700 µm². The initial antenna violation count was 0. The count of cells in the finished layout, fillers not included, comes to 437. In this run, post-CTS hold repair placed 0 buffers. The worst setup path is captured at an output port. The via count is 2087. Per the Yosys statistics, synthesis produced around 240 cells. The data required time at the worst endpoint is 14.48 ns. Yosys mapped the design onto approximately 50 distinct sky130hd cell types. The number of max-slew violations in the final report is 0. The layout report lists the multi-input gate area as 1680 µm². According to the floorplan report, the die width is 117 µm. For reference, the top cells by area after synthesis are sky130_fd_sc_hd__ha_1 22%, sky130_fd_sc_hd__a21oi_1 8.3%, sky130_fd_sc_hd__a21o_1 8.2%, sky130_fd_sc_hd__xor2_1 7.5%, sky130_fd_sc_hd__xnor2_1 6.5%. In the routed layout, each cell is associated on average with a via count of about 4.8. The total wire length is roughly 6.3 mm.

The first-pass GRT wire length is about 10 mm. Detailed-route iteration 0 reported a violation count of roughly 65. The detailed-router iteration count before antenna repair is 6.

Headroom to the max-slew limit came out at 61.9%. The share of power burned in registers is 0%. The biggest area contributor in the post-synthesis netlist is sky130_fd_sc_hd__ha_1. Counting both buffers and inverters, the worst setup path holds a total of 2. Setup repair after global routing left no endpoint under its margin. The floorplan-stage core utilization is 19.0%.

The placement-stage cell area is roughly 2800 µm². The internal power component is 0.0644 mW. According to the I/O placement log, the pin count is about 96. The core outline area is a little over 9000 µm².

Once the clock tree was built, the resizer swapped 0 gates to a different size. The switching portion of total power comes to 40.5%. After clock tree synthesis, the setup repair step added 0 buffers.

The number of rows in the core area is 35. Combinational logic burns approximately 100% of the power. The max-cap check violation count is 0. The part of the cycle the worst path needs is a little under three fifths. Total power for the finished layout comes to between 0.1 and 0.15 mW. IR analysis of the VDD net gives a maximum drop of around 0.017 mV. The transition time at the pin with the least slew margin is about 0.56 ns. The final report gives the core utilization as between 30% and 40%. The number of instances in the synthesized netlist is about 240. Among the stages of the critical path, the cell type that occurs most often is sky130_fd_sc_hd__clkdlybuf4s50_1.

The final antenna diode count is 0. The static leakage power is between 1 and 1.5 nW. Hold is met by 8.27 ns. The layout has 0 clock buffers. The number of antenna-violating nets in the routed design is 0. The area added between synthesis and finish is 60.5%. Per the timing report, the biggest fanout along the worst path comes to 4. The sequential cell count is 0. Per the finish-stage timing summary, setup violations number 0. The maximum operating frequency is between 90 and 100 MHz. For this run, the register share of the synthesized area comes to 0%. Per the layout report, the design carries between 900 and 1000 filler cells. Input and output buffers added on the ports amount to 96. Summed over all failing endpoints, the final setup total negative slack is 0 ns. The longest individual stage delay on the worst path is between 0.5 and 0.6 ns.

The type of the most critical hold path is input port to output port. The number of global-route vias before repair came to about 2100. The DRC violation total left in the routed layout is recorded as 0. The placed wire-length estimate is 5.58 mm. The analysis attributes to net switching a power of around 0.044 mW. The startpoint class of the critical path is an input port. For reference, the post-synthesis area per instance comes to a little over 7 µm². The post-synthesis cell area is ~1700 µm². The largest delay contributor family on the critical path is AND-OR/OR-AND gates. The arrival time at the worst endpoint is ~6.7 ns.

The sequential cell area is 0 µm². The slowest library cell on the worst path is sky130_fd_sc_hd__clkdlybuf4s50_1. The total track usage is roughly 9%.

Endpoints failing hold in the final report were tallied at 0. The report lists the cells along the critical path as clkdlybuf4s50_1 -> ha_1 -> fa_1 -> a21o_1 -> a31o_2 -> nand3_1 -> o221ai_1 -> a311oi_1 -> o21bai_1 -> xor2_1 -> clkdlybuf4s50_1. The final setup slack of the worst path is around 7.8 ns. Entering global routing, the biggest net connects 11 pins. The number of placed instances, taps included, is around 440. The area of the chip is 13700 µm². The share of power burned in the clock network is 0%. In this run the vertical extent of the chip is approximately 120 µm. Per the detail_route report, routed wire per instance is ~14 µm. The global route total overflow is 0. The final report gives the standard cell area, fillers excluded, as around 2800 µm². The report lists the power per cell area as between 30 and 40 nW/µm². The global placer's final weighted congestion is 0.828. The logs give a warning total of 32. Of the cells placed in the final design, the portion with a size suffix greater than 1 is just over 3%.
## power groups by stage
stage	registers [mW]	clock network, mW	logic (mW)
final	0	0	0.108
after global routing	0	0	0.121
after CTS	0	0	0.110
## Yosys cell counts (2+ instances only)
cell type,count
sky130_fd_sc_hd__nand4_1,8
sky130_fd_sc_hd__clkbuf_1,8
sky130_fd_sc_hd__a31oi_1,3
sky130_fd_sc_hd__a211oi_1,3
sky130_fd_sc_hd__xnor2_1,13
sky130_fd_sc_hd__buf_2,2
sky130_fd_sc_hd__nor3_1,4
sky130_fd_sc_hd__nor2_1,12
sky130_fd_sc_hd__o211ai_1,3
sky130_fd_sc_hd__mux2i_1,2
sky130_fd_sc_hd__xor2_1,15
sky130_fd_sc_hd__a21o_1,19
sky130_fd_sc_hd__or2_2,3
sky130_fd_sc_hd__o311ai_1,2
sky130_fd_sc_hd__o21a_1,2
sky130_fd_sc_hd__o21bai_1,4
sky130_fd_sc_hd__a21oi_1,29
sky130_fd_sc_hd__nand3_1,10
sky130_fd_sc_hd__o21ai_0,13
sky130_fd_sc_hd__ha_1,31
sky130_fd_sc_hd__inv_1,6
sky130_fd_sc_hd__nand2b_1,2
sky130_fd_sc_hd__a311oi_1,2
sky130_fd_sc_hd__o221ai_1,2
sky130_fd_sc_hd__nand2_1,18
## cell type report
type,count,share of cell area [%]
Multi-Input combinational cell,224,59.9
Timing Repair Buffer,96,34.3
Tap cell,111,4.96
Inverter,6,0.804
## cells in the final DEF (no fill, tap or decap), drive strengths merged, types with 2 or more instances in the layout
cell	netlist	final
o21ai	15	15
nor2	12	12
nand3	10	10
inv	6	6
a211oi	3	3
nand2b	2	2
a21o	19	19
or2	3	3
mux2i	2	2
nor3	4	4
xor2	15	15
a31oi	3	3
o21a	2	2
o21bai	5	5
nand4	8	8
o211ai	3	3
clkdlybuf4s50	0	96
xnor2	13	13
a21oi	29	29
o221ai	2	2
nand2	18	18
o311ai	2	2
a311oi	3	3
ha	31	31
## logic make-up (layout without fill, tap and decap cells)
group	Yosys count	after routing	synth area share, %
AND-OR/OR-AND	97	97	39.3
buffers and inverters	17	102	3.80
adder cells (fa/ha/maj)	32	32	23.4
multiplexers	2	2	1.15
AND/OR/NAND/NOR	65	65	18.3
XOR/XNOR	28	28	14.1
## metal layers
layer	vias up	share of wire, %	global-route usage (%)
li1	1100	-	-
met1	937	44	10.9
met2	50	45	15.3
met4	0	0	0
met5	-	0	0
met3	0	11	3.15
## final timing paths
path	from	endpoint	slack, ns	cells after the start
max	A[0]	OUT[26]	7.83	11
min	B[0]	OUT[0]	8.27	3
Power and IR drop assume default switching activity.
